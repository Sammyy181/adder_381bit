`./design.v`:
```
`default_nettype	none
module txuartlite #(
		parameter	[4:0]	TIMING_BITS = 5'd24,
		localparam		TB = TIMING_BITS,
		parameter	[(TB-1):0]	CLOCKS_PER_BAUD = 24'd10416  
	) (
		input	wire		i_clk, i_reset,
		input	wire		i_wr,
		input	wire	[7:0]	i_data,
		output	reg		o_uart_tx,
		output	wire		o_busy
	);
	localparam [3:0]	TXUL_BIT_ZERO  = 4'h0,
				TXUL_STOP      = 4'h8,
				TXUL_IDLE      = 4'hf;
	reg	[(TB-1):0]	baud_counter;
	reg	[3:0]	state;
	reg	[7:0]	lcl_data;
	reg		r_busy, zero_baud_counter;
	initial	r_busy = 1'b1;
	initial	state  = TXUL_IDLE;
	always @(posedge i_clk)
	if (i_reset)
	begin
		r_busy <= 1'b1;
		state  <= TXUL_IDLE;
	end else if (!zero_baud_counter)
		r_busy <= 1'b1;
	else if (state > TXUL_STOP)	 
	begin
		state <= TXUL_IDLE;
		r_busy <= 1'b0;
		if ((i_wr)&&(!r_busy))
		begin	 
			r_busy <= 1'b1;
			state <= TXUL_BIT_ZERO;
		end
	end else begin
		r_busy <= 1'b1;
		if (state <=TXUL_STOP)  
			state <= state + 1'b1;
		else
			state <= TXUL_IDLE;
	end
	assign	o_busy = (r_busy);
	initial	lcl_data = 8'hff;
	always @(posedge i_clk)
	if (i_reset)
		lcl_data <= 8'hff;
	else if (i_wr && !r_busy)
		lcl_data <= i_data;
	else if (zero_baud_counter)
		lcl_data <= { 1'b1, lcl_data[7:1] };
	initial	o_uart_tx = 1'b1;
	always @(posedge i_clk)
	if (i_reset)
		o_uart_tx <= 1'b1;
	else if (i_wr && !r_busy)
		o_uart_tx <= 1'b0;	 
	else if (zero_baud_counter)	 
		o_uart_tx <= lcl_data[0];
	initial	zero_baud_counter = 1'b1;
	initial	baud_counter = 0;
	always @(posedge i_clk)
	if (i_reset)
	begin
		zero_baud_counter <= 1'b1;
		baud_counter <= 0;
	end else begin
		zero_baud_counter <= (baud_counter == 1);
		if (state == TXUL_IDLE)
		begin
			baud_counter <= 0;
			zero_baud_counter <= 1'b1;
			if ((i_wr)&&(!r_busy))
			begin
				baud_counter <= CLOCKS_PER_BAUD - 1'b1;
				zero_baud_counter <= 1'b0;
			end
		end else if (!zero_baud_counter)
			baud_counter <= baud_counter - 1'b1;
		else if (state > TXUL_STOP)
		begin
			baud_counter <= 0;
			zero_baud_counter <= 1'b1;
		end else if (state == TXUL_STOP)
			baud_counter <= CLOCKS_PER_BAUD - 2;
		else  
			baud_counter <= CLOCKS_PER_BAUD - 1'b1;
	end
endmodule
```
`./run.sh`:
```
#!/bin/bash
# OpenROAD 26Q1-2900-gdf79404cd8, Yosys 0.63+post, stock flow scripts
make -C /OpenROAD-flow-scripts/flow DESIGN_CONFIG=/design/flow/config.mk WORK_HOME=/design/flow/orfs finish
```
`./config.mk`:
```
export PLATFORM = sky130hd
export DESIGN_NAME = txuartlite
export DESIGN_NICKNAME = txuartlite
export VERILOG_FILES = /design/flow/design.v
export SDC_FILE = /design/flow/constraint.sdc
export NUM_CORES = 4
export LEC_CHECK = 1
export CORE_UTILIZATION = 40
```
`./constraint.sdc`:
```
current_design txuartlite

set clk_period 3.7
set clk_io_pct 0.2

create_clock -name clk0 -period $clk_period [get_ports {i_clk}]

set non_clock_inputs [all_inputs -no_clocks]
set_input_delay [expr $clk_period * $clk_io_pct] -clock clk0 $non_clock_inputs
set_output_delay [expr $clk_period * $clk_io_pct] -clock clk0 [all_outputs]
```
==> flow_summary_export.csv <==
group,metric,value,unit
yosys,syn_avg_cell_area,8.64,um^2
sta,tns,0,ps
yosys,synth.cell_area,1890,um^2
outcome,status,"finished clean",
cts,cts.reportedPaths.clkPinSlew,70,ps
yosys,synth_cells,219,
cts,cts-hold-fix-buffers,0,
min_path,min_path_type,"register to register",
global_route,antenna_found_initial,0,
critical_path,arrival,2530,ps
critical_path,cp-end-kind,"register",
power,power_density,1000,nW/um^2
placed_design,dp_cells,268,
critical_path,cpMaxStageDelayCell,"or4b_2",
yosys,ff_type,"dfxtp_1",
cts,cts_sinks,39,
run,cap_violations,0,
cts,worstSkewPairLatency,280,ps
power,leakage,0.897,nW
critical_path,path_class,"register to register",
global_route,grt_pass1_vias,1328,
cts,h-tree-depth,2,
layout,syn_to_final_growth,11.2,%
placed_design,gp_congestion,0.795,
drt,num_antenna_cells,0,
floorplanning,core_area,4440,um^2
global_route,grt_max_degree,22,
sta,setup_slack,1390,ps
sta,fin_crit,2310,ps
yosys,ys_cells,219,
layout,final_cells,276,
drt,vias_per_cell,5.37,
drt,drtAntennaViolNets,0,
cts,clockRootBuffer,"clkbuf_8",
global_route,grt_pass1_wl,6000,um
critical_path,critical-path-max-stage-delay,660,ps
yosys,ys_seq_frac,0.413,
cts,clockBufferDepth,2,
floorplanning,die_w,70.8,um
drt,routed_wl,3470,um
sta,worstMarginPinSlew,664,ps
yosys,ys_area,1890,um^2
run,warnings,27,
yosys,yosysTopAreaCell,"dfxtp_1",
layout,drive_above_1_share,0.0625,
drt,vias,1481,
yosys,top_cell_area_share,0.413,
sta,slew_viol_final,0,
layout,final_common_cell,"dfxtp_1",
power,peakVddDrop,0.445,mV
yosys,topCellsByArea,"dfxtp_1, mux2i_1, nand2b_1",
layout,lay_top_cells,"dfxtp_1, nand2_1, a21oi_1",
placed_design,dp_hpwl,2350,um
drt,route.detailed.drc,0,
placed_design,portBuffers,12,
sta,rsz0062_at_grt,"no",
yosys,synth_async_sr_flop_share,0,
drt,wl_per_cell,12.6,um
global_route,track_usage,0.149,
drt,first_pass_iters,4,
cts,cts_tree,"built",
critical_path,cp_max_fo,4,
sta,max_freq,0.433,GHz
yosys,edf_count,0,
floorplanning,io_pins,13,
sta,final-setup-viol-count,0,
layout,fill_cells,441,
critical_path,cp-start-kind,"register",
drt,drt_iter0_markers,64,
floorplanning,fp_util,0.426,
cts,cts_buffers,5,
sta,relSlewSlack,0.556,
global_route,overflow,0,
cts,postCtsSetupRepairBufs,0,
floorplanning,chipArea,5010,um^2
critical_path,crit_required,3910,ps
yosys,synth.distinct_cells,42,
critical_path,critical_path.cell_chain,"inv_1 > ha_1 > or4b_2 > nor4_1 > or4b_1 > a21oi_1",
floorplanning,die_h,70.8,um
placed_design,place_ws,1150,ps
sta,hold_viol,0,
power,power,2.11,mW
floorplanning,rows,24,
yosys,ys_warn_count,1,
sta,finalClockSkew,3.41,ps
yosys,ys_ff,39,
sta,period_used_share,0.625,
cts,cts_resized,0,
-- critical path, delay by kind of cell, from the launching register on --
kind / cells / cell delay, ps
buffers and inverters: 1 / 80
AND-OR/OR-AND: 1 / 140
adder cells (fa/ha/maj): 1 / 190
AND/OR/NAND/NOR: 3 / 1500
flip-flops: 1 / 340
-- path summary, 6_finish.rpt --
check	start	end	slack, ps	cells after the start
max	baud_counter[0]	baud_counter[16]	1390	6
min	baud_counter[21]	baud_counter[21]	470	2
max reg2reg	baud_counter[0]	baud_counter[16]	1390	6
min reg2reg	baud_counter[21]	baud_counter[21]	470	2
-- logic make-up after synthesis --
logic type | count (synthesis) | share of synthesized area
compound gates | 50 | 0.167
xor+xnor | 9 | 0.0417
fa+ha+maj | 4 | 0.0265
buf+inv | 22 | 0.0443
flops | 39 | 0.413
mux | 10 | 0.0529
simple gates | 85 | 0.255
-- state kept, by name (all words and copies together) (netlist names) --
| register | flops |
|---|---|
| zero_baud_counter | 1 |
| state | 4 |
| r_busy | 1 |
| baud_counter | 24 |
| o_uart_tx | 1 |
| lcl_data | 8 |
-- metrics by stage --
step / hold WS [ps] / utilization / instance area (um^2)
2_1_floorplan: 442 / - / 1890
3_3_place_gp: 456 / 0.455 / 2020
3_5_place_dp: 465 / 0.455 / 2020
4_1_cts: 476 / 0.474 / 2100
5_1_grt: 504 / 0.474 / 2100
6_report: 467 / 0.474 / 2100
-- layout make-up --
type	instances	area, um^2	share of cell area
sequential	39	781	0.371
multi-input combinational	158	1030	0.488
tap	52	65.1	0.0309
clock inverter	1	5.00	0.00238
timing repair buffer	13	128	0.0606
clock buffer	7	76.3	0.0363
inverter	6	22.5	0.0107
-- Yosys cell counts (2+ instances only) --
master and n:
dfxtp_1 39, a21oi_1 15, clkbuf_1 15, nand2_1 15
nand2b_1 14, nor2_1 13, o21ai_0 11, mux2i_1 10
or4_1 9, nor3_1 7, o31ai_1 7, inv_1 6
xnor2_1 6, nor4_1 5, ha_1 4, o21bai_1 4
or3_1 4, a31oi_1 3, nand3_1 3, or2_2 3
xor2_1 3, a311o_1 2, nor2b_1 2
-- metal layers --
layer	up-vias	share of wire	wire length [um]	GRT usage
met2	17	0.45	1560	0.234
met4	0	0.0066	23	0.0200
li1	798	-	-	-
met1	664	0.52	1790	0.226
met5	-	0	0	0
met3	2	0.028	96	0.0289
-- where the power goes --
part	leakage, nW	switching (mW)	internal, mW
clock	0.0422	0.143	0.132
combinational	0.537	0.646	0.558
sequential	0.318	0.106	0.527
total	0.897	0.895	1.22
Power figures rest on the tool's default switching activity, not on a simulated workload.
