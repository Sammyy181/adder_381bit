--- ./config.mk ---
export PLATFORM = sky130hd
export DESIGN_NAME = rx_module
export DESIGN_NICKNAME = rx_module
export VERILOG_FILES = /design/flow/design.v
export SDC_FILE = /design/flow/constraint.sdc
export NUM_CORES = 4
export LEC_CHECK = 1
export CORE_UTILIZATION = 30
--- ./constraint.sdc ---
current_design rx_module

set clk_period 6.9
set clk_io_pct 0.2

create_clock -name clk0 -period $clk_period [get_ports {clk}]

set non_clock_inputs [all_inputs -no_clocks]
set_input_delay [expr $clk_period * $clk_io_pct] -clock clk0 $non_clock_inputs
set_output_delay [expr $clk_period * $clk_io_pct] -clock clk0 [all_outputs]
--- ./design.v ---
module BaudRateGenerator  #(
    parameter CLOCK_RATE = 100000000,  
    parameter BAUD_RATE = 9600
)(
    input wire clk,  
    output reg rxClk  
);
parameter MAX_RATE_RX = CLOCK_RATE / (2 * BAUD_RATE * 16);  
parameter RX_CNT_WIDTH = $clog2(MAX_RATE_RX);
reg [RX_CNT_WIDTH - 1:0] rxCounter = 0;
initial begin
    rxClk = 1'b0;
end
always @(posedge clk) begin
    if (rxCounter == MAX_RATE_RX[RX_CNT_WIDTH-1:0]) begin
        rxCounter <= 0;
        rxClk <= ~rxClk;
    end else begin
        rxCounter <= rxCounter + 1'b1;
    end
end
endmodule
module Uart8Receiver (
    input  wire       clk,   
    input  wire       en,
    input  wire       in,    
    output reg  [7:0] out,   
    output reg        done,  
    output reg [5:0] byte_counter
);
    parameter RESET = 3'b000;
    parameter IDLE = 3'b001;
    parameter DATA_BITS = 3'b010;
    parameter STOP_BIT = 3'b011;
    parameter DONE = 3'b100;
    reg [2:0] state;
    reg [2:0] bitIdx = 3'b0;  
    reg [1:0] inputSw = 2'b0;  
    reg [3:0] clockCount = 4'b0;  
    reg [7:0] receivedData = 8'b0;  
    initial begin
        out <= 8'b0;
        done <= 1'b0;
        byte_counter <= 0;
    end
    always @(posedge clk) begin
        inputSw = { inputSw[0], in };
        if (!en) begin
            state = RESET;
        end
        case (state)
            RESET: begin
                out <= 8'b0;
                done <= 1'b0;
                bitIdx <= 3'b0;
                clockCount <= 4'b0;
                receivedData <= 8'b0;
                byte_counter <= 0;
                if (en) begin
                    state <= IDLE;
                end
            end
            IDLE: begin
                if (&clockCount && !done) begin
                    state <= DATA_BITS;
                    out <= 8'b0;
                    bitIdx <= 3'b0;
                    clockCount <= 4'b0;
                    receivedData <= 8'b0;
                end else if (!(&inputSw) || |clockCount) begin
                    if (&inputSw) begin
                        state <= RESET;
                    end
                    clockCount <= clockCount + 4'b1;
                end
            end
            DATA_BITS: begin
                if (&clockCount) begin  
                    clockCount <= 4'b0;
                    receivedData[bitIdx] <= inputSw[0];
                    if (&bitIdx) begin
                        bitIdx <= 3'b0;
                        state <= STOP_BIT;
                    end else begin
                        bitIdx <= bitIdx + 3'b1;
                    end
                end else begin
                    clockCount <= clockCount + 4'b1;
                end
            end
            STOP_BIT: begin
                if (&clockCount || (clockCount >= 4'h8 && !(|inputSw))) begin
                    state <= IDLE;
                    out <= receivedData;
                    clockCount <= 4'b0;
                    byte_counter <= byte_counter + 1;
                        if(byte_counter == 47) begin
                            done <= 1'b1;
                            state <= DONE;
                        end
                end else begin
                    clockCount <= clockCount + 1;
                    if (!(|inputSw)) begin
                        state <= RESET;
                    end
                end
            end
            DONE : begin
                bitIdx <= 3'b0;
                clockCount <= 4'b0;
                receivedData <= 8'b0;
                done <= 1;
            end
            default: state <= IDLE;
        endcase
    end
endmodule
`default_nettype wire
module rx_module(
    input clk,
    input reset,
    input enable,
    input RxD,
    output [380:0] RxData,
    output done
);
    wire rx_clk;
    wire [5:0] byte_counter;
    reg [5:0] prev_byte_counter;
    reg [383:0] bits;
    BaudRateGenerator BR(.clk(clk),.rxClk(rx_clk));
    Uart8Receiver UUT(.clk(rx_clk),.en(enable),.in(RxD),.out(data),.byte_counter(byte_counter),.done(done));
    always @(posedge clk) begin
        if (reset) begin
            bits <= 384'b0;
            prev_byte_counter <= 6'b0;
        end else begin
            prev_byte_counter <= byte_counter;
            if(prev_byte_counter != byte_counter && enable) begin
                bits[(47 - prev_byte_counter) * 8 +: 8] <= data;
            end
        end
    end
    assign RxData = bits[380:0];
endmodule
--- ./run.sh ---
#!/bin/bash
# OpenROAD 26Q1-2900-gdf79404cd8, Yosys 0.63+post, stock flow scripts
make -C /OpenROAD-flow-scripts/flow DESIGN_CONFIG=/design/flow/config.mk WORK_HOME=/design/flow/orfs finish
==> flow_summary_export.csv <==
group,metric,value,unit
floorplanning,core_area,46460,sq um
global_route,grt_max_degree,76,
cts,ctsHoldBuffers,0,
layout,area_delta_synth_final,42.71,%
timing,hold_viol,0,
synthesis,numSynthFlops,420,
detailed_routing,routed-via-count,10230,
timing,period_used_share,0.6252,
floorplanning,fp.dieH,218.9,um
synthesis,aoi_share,0.04964,
synthesis,synth_area,14110,sq um
outcome,status,"complete, no violations",
detailed_routing,routed_wl,37910,um
timing,max_freq,231.8,MHz
place,numPortBuffers,385,
synthesis,xor_share,0.01294,
place,dpl_cell_area,18710,sq um
timing,worst_pin_slew,1.089,ns
synthesis,edf_count,17,
timing,min_period,4.314,ns
global_route,grt_pass1_vias,9534,
timing,slew_violations,0,
synthesis,yosys-stat-cells,1259,
timing,skew,0.008526,ns
synthesis,yosysWarnings,5,
global_route,gr-usage-all-layers,0.1577,
run,cap_violations,0,
power_and_ir_drop,peakVddDrop,216.8,uV
layout,design_area,20140,sq um
detailed_routing,post_drt_via_cell_ratio,4.455,
floorplanning,boundaryPins,386,
timing,slew_headroom,0.2674,
worst_setup_path,worst-path-max-fanout,11,
place,hpwl,27140,um
synthesis,syn_avg_cell_area,11.21,sq um
timing,finalSetupTns,0,ns
synthesis,synth_top_flop_cell,"dfxtp_1",
place,gp_congestion,0.8984,
detailed_routing,ant_nets,0,
place,post-place-cells,2216,
detailed_routing,drc,0,
detailed_routing,wire_per_inst,16.51,um
synthesis,ys_seq_frac,0.6077,
synthesis,top_cell,"dfxtp_1",
timing,rsz0062_at_grt,"no",
synthesis,top_area_frac,0.5716,
worst_setup_path,critical_path_class,"reg -> reg",
hold_path,worstHoldPathType,"reg -> reg",
floorplanning,dieArea,47920,sq um
global_route,grt_pass1_wl,56550,um
synthesis,synth_top_cell_by_area,"dfxtp_1",
power_and_ir_drop,leakagePower,7.675,nW
timing,untimed_endpoints,40,
floorplanning,num_rows,79,
cts,cts_resized,0,
worst_setup_path,crit_arrival,4.76,ns
power_and_ir_drop,power_density,231.3,nW/um^2
worst_setup_path,startpoint_type,"register",
floorplanning,die_x,218.9,um
floorplanning,fp-utilization,0.3038,
synthesis,ys_area,14110,sq um
synthesis,synth.distinct_cells,71,
synthesis,synthTopCellsByCount,"403 x dfxtp_1, 237 x and2_1, 103 x nor3b_1",
synthesis,netlist_instances,1259,
cts,cts_setup_buffers,0,
synthesis,ys_sh_simple,0.2556,
global_route,antenna_found_initial,0,
cts,cts-root-buf,"clkbuf_16",
global_route,overflow,0,
run,warning_count,30,
synthesis,topCellsByArea,"dfxtp_1 57%, and2_1 11%, nor3b_1 5.5%, edfxtp_1 3.6%, mux2i_1 3.4%",
cts,cts_buffers,44,
timing,setup_viol,0,
synthesis,ys_sh_adder,0.01737,
synthesis,synth.mux.area_fraction,0.03484,
layout,layoutNonFillerInstCount,2296,
cts,cts_tree,"yes",
detailed_routing,drt_iter0_markers,480,
cts,clock_path_buffers,3,
cts,path_clk_slew,0.06,ns
cts,cts_max_level,2,
synthesis,synthArstFlopShare,0,
layout,drive_above_1_share,0.07287,
worst_setup_path,cp.required,7.35,ns
synthesis,topCombFamilyByArea,"simple AND/OR/NAND/NOR gates",
worst_setup_path,cp-end-kind,"register",
detailed_routing,drt-pass1-iter-count,5,
cts,clk_latency,0.55,ns
timing,unclocked_pins,23,
[cell usage in the layout (no fill, tap or decap), types with 3 or more instances in the layout]
cell,synthesis,routed
nor4_1,14,11
nand4_1,27,27
ha_1,18,18
xnor2_1,4,3
nand3b_1,3,3
inv_1,13,12
clkbuf_8,0,10
mux2i_1,48,48
and2_1,237,237
nor3_1,8,8
nor2_1,41,41
or4_1,5,5
clkdlybuf4s50_1,0,384
dfxtp_1,403,403
nor3b_1,103,103
nand2b_1,5,5
edfxtp_1,17,17
and3_1,12,12
a41oi_1,15,15
or2_2,3,3
a21oi_1,5,4
clkbuf_16,0,45
o21ai_0,16,16
a2111oi_4,3,3
xor2_1,15,15
clkinvlp_4,0,4
nor4_2,3,5
nor2b_1,11,11
clkinv_2,0,5
buf_4,3,27
nand3_1,33,33
nand2_1,71,70
clkbuf_1,40,12
a31oi_1,18,17
[final timing paths]
kind,start,end,slack (ns),depth (start not counted)
worst min register to register,bits[37],bits[37],0.45,1
worst min-delay path,bits[37],bits[37],0.45,1
worst max register to register,prev_byte_counter[4],bits[231],2.59,9
worst max-delay path,prev_byte_counter[4],bits[231],2.59,9
[flip-flops by register name (all words and copies together) (netlist names), 3 cells and up, named ones only]
register / flops
bits: 381
BR.rxCounter: 9
UUT.byte_counter: 6
prev_byte_counter: 6
UUT.clockCount: 4
UUT.state: 4
UUT.bitIdx: 3
[power breakdown]
| group | switching [mW] | internal [mW] | total, mW | leakage (nW) |
|---|---|---|---|---|
| sequential | 0.000812 | 2.29 | 2.29 | 3.44 |
| combinational | 0.0545 | 0.0137 | 0.0682 | 3.54 |
| clock | 0.917 | 1.38 | 2.30 | 0.693 |
[layer usage]
| layer | vias up | track usage | routed length, um |
|---|---|---|---|
| met4 | 0 | 0.04861 | 1342 |
| li1 | 5125 | - | - |
| met5 | - | 0 | 0 |
| met1 | 4713 | 0.2123 | 15980 |
| met3 | 71 | 0.04671 | 2988 |
| met2 | 319 | 0.2482 | 17600 |
[worst max-delay path, stage by stage, from the launching register on]
cell       delay (ns)
dfxtp_1          0.61
inv_1            0.18
ha_1             0.37
nor3_1           0.34
ha_1             0.36
nand4bb_4        0.27
or3_1            0.47
a211oi_2         0.66
nand4_1          0.56
and3_1           0.39
[metrics by stage]
| step | setup slack (ns) | util | hold WS (ns) | power (mW) |
|---|---|---|---|---|
| floorplan | 3.647 | - | 0.4057 | 2.389 |
| global placement | 2.800 | 0.4027 | 0.4409 | 2.415 |
| detailed placement | 2.676 | 0.4027 | 0.4427 | 2.415 |
| CTS | 2.658 | 0.4335 | 0.4587 | 4.737 |
| global route | 2.402 | 0.4335 | 0.4689 | 4.844 |
| finish | 2.586 | 0.4336 | 0.4537 | 4.660 |
[area by class of cell]
class / count / area (sq um)
clock buffers: 67 / 1309
multi-input cells: 765 / 5275
fillers: 4269 / 26310
well taps: 607 / 759.5
flip-flops and latches: 420 / 8578
clock inverters: 12 / 123.9
diodes: 1 / 2.502
inverters: 13 / 48.80
repair buffers: 411 / 4046
[cell families (layout without fill, tap and decap cells)]
logic type | Yosys count | count (layout)
adders and majority gates | 19 | 19
and+or+nand+nor | 591 | 591
other | 0 | 1
muxes | 49 | 49
xor gates and xnor gates | 20 | 20
DFF | 420 | 420
buffers and inverters | 74 | 503
AOI/OAI and AO/OA | 86 | 86
Power is estimated from default activity; no workload was simulated.
